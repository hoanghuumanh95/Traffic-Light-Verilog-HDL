<file path="design/flow/config.mk">
export PLATFORM = sky130hd
export DESIGN_NAME = fsm
export DESIGN_NICKNAME = fsm
export VERILOG_FILES = /design/flow/design.v
export SDC_FILE = /design/flow/constraint.sdc
export NUM_CORES = 4
export LEC_CHECK = 1
export CORE_AREA = 10 10 70 70
export DIE_AREA = 0 0 80 80
</file>
<file path="design/flow/constraint.sdc">
current_design fsm

set clk_period 2.4
set clk_io_pct 0.2

create_clock -name clk0 -period $clk_period [get_ports {clk}]

set non_clock_inputs [all_inputs -no_clocks]
set_input_delay [expr $clk_period * $clk_io_pct] -clock clk0 $non_clock_inputs
set_output_delay [expr $clk_period * $clk_io_pct] -clock clk0 [all_outputs]
</file>
<file path="design/flow/design.v">
module fsm(clk, rst_n, LEDS);
parameter SEC0 = 5;
parameter SEC1 = 3;
parameter SEC2 = 3;
parameter SEC3 = 10;
parameter SEC4 = 3;
parameter SEC5 = 3;
input clk, rst_n;
output reg [5:0] LEDS;
reg[2:0] state, next_state;
reg [5:0] cnt;
localparam 	S0 = 000,
				S1 = 001,
				S2 = 010,
				S3 = 011,
				S4 = 100,
				S5 = 101;
always@(posedge clk or negedge rst_n)
			begin
				if(!rst_n)
					begin
						cnt <= 0;
						state <= S0;
					end
				else
					case(state)
						S0: if(cnt < SEC0)
								begin
									state <= S0;
									cnt <= cnt + 1;
								end
							else
								begin
									state <= S1;
									cnt <= 0 ;
								end
						S1: if(cnt < SEC1)
								begin
									state <= S1;
									cnt <= cnt + 1;
								end
							else
								begin
									state <= S2;
									cnt <= 0 ;
								end
						S2: if(cnt < SEC2)
								begin
									state <= S2;
									cnt <= cnt + 1;
								end
							else
								begin
									state <= S3;
									cnt <= 0 ;
								end
						S3: if(cnt < SEC3)
								begin
									state <= S3;
									cnt <= cnt + 1;
								end
							else
								begin
									state <= S4;
									cnt <= 0 ;
								end
					S4: if(cnt < SEC4)
								begin
									state <= S4;
									cnt <= cnt + 1;
								end
							else
								begin
									state <= S5;
									cnt <= 0 ;
								end
						S5: if(cnt < SEC0)
								begin
									state <= S5;
									cnt <= cnt + 1;
								end
							else
								begin
									state <= S0;
									cnt <= 0 ;
								end	
						default state <= S0;
				endcase
		end
always@*
			begin
				case(state)
					S0 : LEDS = 6'b100001;
					S1 : LEDS = 6'b010001;
					S2 :  LEDS = 6'b001001;
					S3 : LEDS = 6'b001100;
					S4 :  LEDS = 6'b001010;
					S5 :  LEDS = 6'b001001;
				default  LEDS = 6'b100001;
				endcase
			end
endmodule
</file>
<file path="design/flow/run.sh">
#!/bin/bash
# OpenROAD 26Q1-2900-gdf79404cd8, Yosys 0.63+post, stock flow scripts
make -C /OpenROAD-flow-scripts/flow DESIGN_CONFIG=/design/flow/config.mk WORK_HOME=/design/flow/orfs finish
</file>
==> impl_metrics.py <==
# Auto-generated metrics
metrics = {
    "pwr": {
        "cellPowerDensity_nw_per_um2": 477.2,
        "ir_worst_vdd_v": 0.00006568,
        "cellInternalPower_mw": 0.2173,
        "p_leak_nw": 0.2416,
        "clock_power_share": 0.427,
        "p_switching_mw": 0.05555,
        "power.combinational.fraction": 0.017,
        "p_sw_frac": 0.2036,
        "share_seq_of_total_power": 0.556,
    },
    "route": {
        "routed_wire_length_um": 856,
        "initialDrtViolationCount": 12,
        "n_antenna_cell": 0,
        "num_vias": 323,
        "post_drt_wl_per_cell_um": 8.825,
        "drcViolationCount": 0,
        "drt-vias-per-instance": 3.330,
        "drtPass1Iterations": 4,
        "ant_nets": 0,
    },
    "final_timing": {
        "tightest_slew_ps": 510.2,
        "rsz0062_at_grt": "no",
        "fin_crit_sh": 0.7382,
        "final_number_of_hold_violating_endpoints": 0,
        "timing.max_slew.rel_slack": 0.6586,
        "final.min_clock_period_ps": 1772,
        "fmax_ghz": 0.5644,
        "final_ws_setup_ps": 628.4,
        "finalMaxSlewViolations": 0,
        "setup_tns_ps": 0,
        "clock_skew_ps": 1.960,
        "finalSetupViolCount": 0,
    },
    "place": {
        "hpwlAfterDp_um": 625.3,
        "globalplace.congestion": 0.7732,
        "numPortBuffers": 3,
        "post-place-cells": 93,
        "dpl_worst_slack_ps": 751.3,
    },
    "critical_path": {
        "ff2ff_path_depth": 4,
        "timing.critical_path.from_type": "flip-flop",
        "critical_path.top_delay_family": "buffers and inverters",
        "critPathMaxStageDelay_ps": 470,
        "crit_fanout": 7,
        "worstSetupPathType": "flip-flop to output pin",
        "timing.critical_path.to_type": "output pin",
        "regToRegStartpoint": "cnt[3]",
        "worst-endpoint-required_ps": 1920,
        "cpMaxStageDelayCell": "clkdlybuf4s50_1",
        "setup.reg_to_reg.worst_slack_ps": 730,
        "worstPathBufferInverterCount": 2,
        "cp_data_arrival_time_ps": 1290,
        "critical_path.reg2reg.endpoint": "cnt[3]",
        "crit_path_cell_trace": "inv_1 > clkdlybuf4s50_1",
    },
    "final_layout": {
        "final_cells": 97,
        "multi_input_comb_area_um2": 220.2,
        "utilization": 0.1674,
        "drive_gt1_frac": 0.1569,
        "seq_area_um2": 226.5,
        "area_growth_syn_to_layout_pct": 17.18,
        "final.fill_count": 384,
    },
    "min_path": {
        "whs_path_depth": 1,
        "hold_path_startpoint": "state[1]",
        "worst_hold_path.endpoint": "state[0]",
        "hold_class": "flip-flop to flip-flop",
    },
    "grt": {
        "wire_length_of_the_first_global_routing_pass_um": 1414,
        "groute.usage.overall": 0.02732,
        "antenna_found_initial": 0,
        "grt_max_degree": 10,
        "grt_remaining_overflow": 0,
        "grt_pass1_vias": 310,
    },
    "run": {
        "tool_warnings": 26,
        "drv_cap": 0,
    },
    "clock_tree": {
        "cts-root-to-sink-buffers": 2,
        "cts.clk_slew.worst_paths_ps": 60,
        "htreeDepth": 1,
        "cts-hold-fix-buffers": 0,
        "cts_buffers": 3,
        "insertion_delay_ps": 260,
        "cts.root.buffer_cell": "clkbuf_4",
        "clkSinkCount": 9,
        "cts_tree": "yes",
        "cts.repair_timing.setup_buffer_count": 0,
        "postCtsResizedCells": 0,
    },
    "die": {
        "core_utilization_before_placement": 0.1429,
        "num_io_pins": 8,
        "placeableCoreArea_um2": 3416,
        "dieWidth_um": 80,
        "dieArea_um2": 6400,
        "floorplan.rows": 21,
        "die_h_um": 80,
    },
    "logic_synthesis": {
        "synthXorXnorAreaFrac": 0,
        "yosys-stat-area_um2": 488.0,
        "ys_sh_simple": 0.1897,
        "synth.top_cell.area_share": 0.4103,
        "synth_async_sr_flop_share": 1.000,
        "yosys_warnings": 1,
        "postSynthCellCount": 47,
        "post_synth_ao_oa_area_fraction": 0.1795,
        "synth.largest_area_cell": "dfrtp_1",
        "yosys.stat.seqShare": 0.4641,
        "synth_flop_count": 9,
        "synth_adder_area_share": 0.05128,
        "post-synth-top-count-cell": "dfrtp_1",
        "top_cells_by_area": "dfrtp_1, buf_4, o21ai_0, dfstp_2, ha_1",
        "logic_family": "simple AND/OR/NAND/NOR gates",
        "yosys.cell_types.count": 20,
        "synth_top_flop_cell": "dfrtp_1",
        "synth.cell_area_um2": 488.0,
        "edf_count": 0,
        "synthesis.area_per_instance_um2": 10.38,
        "synth.top_cells.by_count": "dfrtp_1, o21ai_0, buf_4",
        "yosys-mux-area-fraction": 0,
        "yosysCellCount": 47,
    },
    "status": {
        "outcome": "finished clean",
    },
}
## routing by layer
| layer | routed length [µm] | share of wire | track usage | up-vias |
|---|---|---|---|---|
| li1 | - | - | - | 158 |
| met1 | 395 | 0.46 | 0.03608 | 152 |
| met2 | 363 | 0.42 | 0.03852 | 9 |
| met3 | 68 | 0.079 | 0.01250 | 4 |
| met4 | 29 | 0.034 | 0.008803 | 0 |
| met5 | 0 | 0 | 0 | - |
## layout by cell type, fill, tap and decap left out
cell type / synthesis / final
clkbuf_4: 0 / 3
ha_1: 2 / 2
nor3_1: 1 / 1
dfstp_2: 1 / 1
nand4b_1: 1 / 1
conb_1: 2 / 4
nand2_1: 3 / 3
o21ai_0: 6 / 6
clkbuf_1: 0 / 1
nor2_1: 3 / 3
o21a_4: 1 / 1
clkdlybuf4s50_1: 0 / 3
nor4b_1: 1 / 1
dfrtp_1: 8 / 8
a21o_1: 2 / 2
o31ai_4: 1 / 1
o22ai_1: 1 / 1
or3_1: 1 / 1
and2_1: 2 / 2
or3_4: 2 / 2
nor2b_1: 1 / 1
inv_1: 3 / 3
## per-stage QoR
stage | instance area [µm²] | hold slack [ps] | power [mW]
final | 571.8 | 428.7 | 0.2728
after global routing | 571.8 | 439.2 | 0.2898
after CTS | 571.8 | 431.4 | 0.2793
after detailed placement | 545.5 | 416.5 | 0.1596
after global placement | 545.5 | 408.4 | 0.1598
after floorplan | 495.5 | 184.4 | 0.1592
## power groups by stage
stage | Sequential, mW | Combinational (mW) | Clock (mW)
CTS | 0.152 | 0.00509 | 0.122
global route | 0.152 | 0.00577 | 0.132
finish | 0.152 | 0.00452 | 0.117
## worst max path at each step
stage	startpoint	to	slack (ps)	depth (start not counted)
CTS	state[2]	LEDS[5]	610	2
global route	state[2]	LEDS[5]	550	2
finish	state[2]	LEDS[5]	630	2
## state kept, by name (all words and copies together), names as in the netlist
name / flops
state: 3
cnt: 6
## cell type report
type | count | area share
tap | 46 | 0.1007
inverter | 3 | 0.01969
clock buffer | 4 | 0.04595
multi-input combinational | 32 | 0.3851
sequential | 9 | 0.3961
timing repair buffer | 3 | 0.05252
## cell families (layout without fill, tap and decap cells)
kind of cell,Yosys count,count (layout)
AOI/OAI and AO/OA,11,11
adders and majority gates,2,2
DFF,9,9
and+or+nand+nor,15,15
other,2,4
buffers and inverters,8,10
No activity file was given, so power comes from the tool's default toggle rates.
