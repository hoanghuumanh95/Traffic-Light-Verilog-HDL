==> flow/design.v <==
module div_clk(clk_50M, clk);
input clk_50M;
output reg clk;
reg [25:0] cnt;
always@(posedge clk_50M)
	begin
		if(cnt == 24999999)
			begin
				cnt = 0;
				clk = ! clk;
			end
		else
			cnt = cnt + 1;
	end
endmodule	
==> flow/run.sh <==
#!/bin/bash
# OpenROAD 26Q1-2900-gdf79404cd8, Yosys 0.63+post, stock flow scripts
make -C /OpenROAD-flow-scripts/flow DESIGN_CONFIG=/design/flow/config.mk WORK_HOME=/design/flow/orfs finish
==> flow/config.mk <==
export PLATFORM = sky130hd
export DESIGN_NAME = div_clk
export DESIGN_NICKNAME = div_clk
export VERILOG_FILES = /design/flow/design.v
export SDC_FILE = /design/flow/constraint.sdc
export NUM_CORES = 4
export LEC_CHECK = 1
export CORE_AREA = 10 10 96 96
export DIE_AREA = 0 0 106 106
==> flow/constraint.sdc <==
current_design div_clk

set clk_period 5.9
set clk_io_pct 0.2

create_clock -name clk0 -period $clk_period [get_ports {clk_50M}]

set non_clock_inputs [all_inputs -no_clocks]
set_input_delay [expr $clk_period * $clk_io_pct] -clock clk0 $non_clock_inputs
set_output_delay [expr $clk_period * $clk_io_pct] -clock clk0 [all_outputs]
==> results.cfg <==
; physical design summary
[die]
num_io_pins = 2
die.size.y_um = 106
die-width_um = 106
rows = 31
floorplanUtilization_pct = 16.5
placeableCoreArea_mm2 = 0.00721
fp.dieArea_mm2 = 0.0112

[final_timing]
report.final.slew_viol_count = 0
final-setup-viol-count = 0
rsz_0062_raised_after_global_routing = false
period_used_pct = 38.5
timing.max_slew.rel_slack_pct = 45.1
finalHoldViolCount = 0
max_slew.worst_pin.slew_ns = 0.817
finalHoldWorstSlack_ns = 0.464
min_clock_period_post_route_ns = 2.27
fin_setup_tns_ns = 0
fmax_ghz = 0.440
clock_skew_ns = 0.00456

[power]
power.ir.vdd_worst_uv = 88.9
power.total_uw = 285
total_leakage_power_uw = 0.000525
power-per-cell-area_mw_per_mm2 = 208

[synth]
fa_ha_area_share_pct = 1.05
syn-mean-instance-area_um2 = 9.04
yosys.stat.seqShare_pct = 46.1
synthFlopType = sky130_fd_sc_hd__dfxtp_1
ys_sh_xor_pct = 11.7
syn_area_mm2 = 0.00119
list_of_most_frequent_post_synthesis_cells = sky130_fd_sc_hd__dfxtp_1, sky130_fd_sc_hd__nor2_1, sky130_fd_sc_hd__nand3_1, sky130_fd_sc_hd__nand2_1, sky130_fd_sc_hd__xor2_1
topCombFamilyByArea = simple AND/OR/NAND/NOR gates
simple_gate_share_of_the_synthesized_area_pct = 30.8
syn_inst = 132
yosys_register_bits = 27
synth.top_cells.by_area = sky130_fd_sc_hd__dfxtp_1, sky130_fd_sc_hd__xor2_1, sky130_fd_sc_hd__xnor2_1
mux_share_of_area_pct = 0
synth_async_sr_flop_share_pct = 0
synth.most_common_cell = sky130_fd_sc_hd__dfxtp_1
yosys_warnings = 1
aoi_share_pct = 7.86
synth_stat.cells = 132
post_synth_num_cell_types = 27
edf_count = 1
synth_top_area_share_pct = 43.6
synth_area_leader_cell = sky130_fd_sc_hd__dfxtp_1
yosysChipArea_mm2 = 0.00119

[critical_path]
required_ns = 4.72
cp_cell_sequence = clkdlybuf4s50_1
setup.worst_path.start_class = flip-flop
cpPeakStageDelay_ns = 0.47
cp_data_arrival_time_ns = 1.09
timing.critical_path.buf_inv = 1
crit_fanout = 2
worst_setup_path_end_kind = output pin
critical_path_start_end_classification = flip-flop to output pin
path_delay_family = buffers and inverters
timing.critical_path.slowest_stage_cell = sky130_fd_sc_hd__clkdlybuf4s50_1

[placed_design]
dp_hpwl_um = 1570
numPortBuffers = 1
dp.cells = 230
routabilityCongestion = 0.797

[global_routing]
grt_start_max_net_pins = 16
gr-usage-all-layers_pct = 3.79
initial_antenna_violation_count = 0
first_pass_grt_wire_length_um = 3700
first_global_vias = 811
gr-total-overflow = 0

[cells_and_area]
filler_instances = 810
drive_gt1_share_pct = 6.67
area.growth.synth_to_final_pct = 15.1
finalNonFillerCells = 234

[run]
maxCapViolCount = 0
log.warning_count = 25

[clock_tree]
postcts_resize_cnt = 0
cts.path.max_buffers = 2
postCtsSetupRepairBufs = 0
cts_tree = done
path_clk_slew_ns = 0.09
cts_made_buffers = 3
clock-sinks = 27
cts_hold_repair.buffers = 0
cts_htree_levels = 1
ctsRootBufferMaster = sky130_fd_sc_hd__clkbuf_8
clock_latency_ns = 0.27

[routing]
vias_per_cell = 4.06
antenna_violating_nets_post_route = 0
final_wirelength_um = 2150
routed-via-count = 949
detailedRoute.firstIterationViolations = 53
routedWlPerCell_um = 9.20
firstDrtPassIters = 4
antenna-diode-count = 0
drc_errors = 0

[status]
outcome = complete, no violations

[hold_path]
min_path_type = flip-flop to flip-flop
[through the flow]
stage               setup WS, ns  utilization [%]  cell area (um^2)
floorplan                   3.86                -              1190
global placement            3.74             18.4              1330
detailed placement          3.71             18.4              1330
CTS                         3.61             19.0              1370
global route                3.55             19.0              1370
finish                      3.63             19.0              1370
[flip-flops by register name, summed over array words and instances, names as in the netlist]
name / cells
clk: 1
cnt: 26
[where the power goes]
group,leakage (uW),switching (uW),internal [uW],total [uW]
registers,0.000221,0,183,183
clock network,0.0000255,54.9,47.2,102
logic,0.000279,0,0,0.000279
total,0.000525,54.9,230,285
[path summary, 6_finish.rpt]
kind              startpoint  cells past startpoint  slack, ns  endpoint
setup / recovery         clk                      1       3.63       clk
hold / removal       cnt[25]                      1       0.46   cnt[25]
setup reg to reg      cnt[0]                      5       3.67   cnt[24]
hold reg to reg      cnt[25]                      1       0.46   cnt[25]
[placed cells by master, fill, tap and decap left out, types with 2 or more instances in the layout]
cell type                  instances
sky130_fd_sc_hd__dfxtp_1          26
sky130_fd_sc_hd__nor2_1           11
sky130_fd_sc_hd__nand3_1          10
sky130_fd_sc_hd__nand2_1           9
sky130_fd_sc_hd__xor2_1            9
sky130_fd_sc_hd__nand4_1           8
sky130_fd_sc_hd__xnor2_1           7
sky130_fd_sc_hd__a21oi_1           7
sky130_fd_sc_hd__or3_1             5
sky130_fd_sc_hd__or4_1             5
sky130_fd_sc_hd__inv_1             4
sky130_fd_sc_hd__nor4_1            4
sky130_fd_sc_hd__o21ai_0           4
sky130_fd_sc_hd__o31ai_1           4
sky130_fd_sc_hd__and3_1            3
sky130_fd_sc_hd__clkbuf_8          3
sky130_fd_sc_hd__and4_1            2
sky130_fd_sc_hd__nor2b_1           2
[routing by layer]
metal / vias to the layer above / routed length (um) / track usage (%)
met5: - / 0 / 0
li1: 493 / - / -
met4: 0 / 8 / 0.0967
met2: 7 / 931 / 5.92
met3: 2 / 69 / 0.979
met1: 447 / 1140 / 5.46
[cell families (layout without fill, tap and decap cells)]
family / Yosys count / count (layout)
and+or+nand+nor: 65 / 65
DFF: 27 / 27
adders and majority gates: 1 / 1
buffers and inverters: 7 / 10
xor gates and xnor gates: 16 / 16
AOI/OAI and AO/OA: 16 / 16
[layout make-up]
| type | count | area [um^2] | share of cell area, % |
|---|---|---|---|
| well taps | 99 | 124 | 9.02 |
| multi-input cells | 98 | 621 | 45.2 |
| inverters | 4 | 15.0 | 1.09 |
| clock inverters | 1 | 5.00 | 0.364 |
| repair buffers | 2 | 17.5 | 1.28 |
| flip-flops and latches | 27 | 551 | 40.1 |
| clock buffers | 3 | 41.3 | 3.01 |
[worst reg2reg max path, stage by stage (launching register included)]
cell,delay (ns)
sky130_fd_sc_hd__dfxtp_1,0.40
sky130_fd_sc_hd__ha_1,0.27
sky130_fd_sc_hd__nand4_1,0.12
sky130_fd_sc_hd__or4_1,0.68
sky130_fd_sc_hd__or4_4,0.57
sky130_fd_sc_hd__a21oi_2,0.13
No activity file was given, so power comes from the tool's default toggle rates.
