$ cat flow/config.mk
export PLATFORM = sky130hd
export DESIGN_NAME = display
export DESIGN_NICKNAME = display
export VERILOG_FILES = /design/flow/design.v
export SDC_FILE = /design/flow/constraint.sdc
export NUM_CORES = 4
export LEC_CHECK = 1
export CORE_AREA = 10 10 108 108
export DIE_AREA = 0 0 118 118
$ cat flow/constraint.sdc
current_design display

set clk_period 1.8
set clk_io_pct 0.2

create_clock -name clk0 -period $clk_period [get_ports {clk}]

set non_clock_inputs [all_inputs -no_clocks]
set_input_delay [expr $clk_period * $clk_io_pct] -clock clk0 $non_clock_inputs
set_output_delay [expr $clk_period * $clk_io_pct] -clock clk0 [all_outputs]
$ cat flow/design.v
module display(clk, s_ch1, s_dv1, s_ch2, s_dv2, seg7_road1_ch,seg7_road1_dv,seg7_road2_ch,seg7_road2_dv );
input clk;
input [4:0] s_ch1, s_dv1, s_ch2, s_dv2;
output reg [6:0] seg7_road1_ch,seg7_road1_dv,seg7_road2_ch,seg7_road2_dv;
wire [6:0] r1_ch_tmp;
wire [6:0] r1_dv_tmp;
wire [6:0] r2_ch_tmp;
wire [6:0] r2_dv_tmp;
parameter num_ = 7'b0111111;
seg7dec r1_ch_dec(.in(s_ch1), .out_hex(r1_ch_tmp));
seg7dec r1_dv_dec(.in(s_dv1), .out_hex(r1_dv_tmp));
seg7dec r2_ch_dec(.in(s_ch2), .out_hex(r2_ch_tmp));
seg7dec r2_dv_dec(.in(s_dv2), .out_hex(r2_dv_tmp));
always @ (posedge clk)      
	begin
		seg7_road1_ch <= r1_ch_tmp;
		seg7_road1_dv <= r1_dv_tmp;
		seg7_road2_ch <= r2_ch_tmp;
		seg7_road2_dv <= r2_dv_tmp;
	end
endmodule	
module seg7dec (in, out_hex);
input [3:0] in;
output reg [6:0] out_hex;
parameter 	num0 = 7'b1000000,
				num1 = 7'b1111001,
				num2 = 7'b0100100,
				num3 = 7'b0110000,
				num4 = 7'b0011001,
				num5 = 7'b0010010,
				num6 = 7'b0000010,
				num7 = 7'b1111000,
				num8 = 7'b0000000,
				num9 = 7'b0010000;
always @(in)
	begin
		case(in)
			0:out_hex<=num0;
			1:out_hex<=num1;
			2:out_hex<=num2;
			3:out_hex<=num3;
			4:out_hex<=num4;
			5:out_hex<=num5;
			6:out_hex<=num6;
			7:out_hex<=num7;
			8:out_hex<=num8;
			9:out_hex<=num9;
			default: out_hex<=num0;
		endcase
	end
endmodule
$ cat flow/run.sh
#!/bin/bash
# OpenROAD 26Q1-2900-gdf79404cd8, Yosys 0.63+post, stock flow scripts
make -C /OpenROAD-flow-scripts/flow DESIGN_CONFIG=/design/flow/config.mk WORK_HOME=/design/flow/orfs finish
==> impl_metrics.ini <==
; implementation run metrics
[outcome]
status = completed

[synthesis]
synthFlopType = dfxtp_1
top_cell_area_share_pct = 43.2
yosysTopAreaCell = dfxtp_1
topCellsByArea = dfxtp_1, ha_1, mux2i_1
ys_types = 22
synth_flops = 28
synth-edff-count = 0
ys_cells = 128
synth-async-reset-ratio_pct = 0
ys_chip_area_mm2 = 0.00130
yosysMostFrequentCell = dfxtp_1
yosysWarnings = 6
synth_area_mm2 = 0.00130
synthTopCellsByCount = dfxtp_1, ha_1, inv_1
synthCells = 128
ys_seq_share_pct = 43.2
syn_area_per_cell_um2 = 10.1

[final_timing]
tightest_slew_ns = 0.366
finalSetupViolations = 0
slew_violations = 0
fin_tns_setup_ns = 0
grt_setup_unrepaired = false
fin_crit_ns = 1.44
fmax_mhz = 693
finalClockPeriodUsage_pct = 80.2
hold_viol = 0
slew_headroom_pct = 75.6

[placed_design]
dpl.hpwl_um = 2400
dp_cells = 301
io_buffers = 44
gp_congestion = 0.763
placed_area_mm2 = 0.00189

[setup_path]
worstPathMaxFanout = 1
slowest_delay_ns = 0.48
path_buffers = 1
cp-start-kind = flip-flop
crit_start = seg7_road2_ch[2]$_SDFF_PP0_
cp-end-kind = primary output
critPathTopFamily = buffers and inverters
crit_slowest_cell = clkdlybuf4s50_1
arrival_ns = 1.08
path_cells = clkdlybuf4s50_1
worstPathRequired_ns = 1.44
crit_type = flip-flop to primary output

[clock_network]
post_cts_buffers = 0
h-tree-depth = 1
numCtsBuffers = 3
cts_tree = done
postCtsHoldBufs = 0
path_clk_slew_ns = 0.09
clock_path_buffers = 2
root_buffer = clkbuf_8
post_cts_resized = 0
clkSinkCount = 28

[drt]
vias = 954
drc_errors = 0
routed_wl_um = 2850
antenna_left = 0
num_antenna_cells = 0
firstDrtPassIters = 3
vias_per_cell = 3.14
drt_iter0_drc = 47
wl_per_cell_um = 9.37

[final_layout]
layout-drive-gt1-share_pct = 6.86
stdcell_count = 304
final_area_mm2 = 0.00193
area_growth_pct = 49.1
final_util_pct = 20.8

[power_and_ir_drop]
power_w = 0.00124
leakage_nw = 0.808
max-vdd-ir-drop_mv = 0.194
p_per_area_mw_per_mm2 = 644

[grt]
gr-usage-all-layers_pct = 4.03
overflow = 0
grt_antenna_before_repair = 0
grt_pass1_wl_um = 4840
grt_pass1_vias = 952
grt_max_degree = 15

[die]
core-area_mm2 = 0.00928
die-area_mm2 = 0.0139
fp-utilization_pct = 14.0
io_pins = 49
num_rows = 35
die_x_um = 118
die_h_um = 118

[flow_run]
maxCapViolations = 0
warnings = 45

[hold_path]
hold_start = s_ch2[1]
min_path_type = primary input to flip-flop
[metrics by stage]
stage | setup WS [ns] | hold slack, ns
after floorplan | 0.788 | 0.437
after global placement | 0.169 | 1.04
after detailed placement | 0.157 | 1.03
after CTS | 0.298 | 0.731
after global routing | 0.268 | 0.755
final | 0.357 | 0.738
[layer usage]
| metal | up-vias | GRT usage, % | routed length [µm] |
|---|---|---|---|
| li1 | 508 | - | - |
| met1 | 427 | 4.90 | 1210 |
| met2 | 17 | 7.03 | 1460 |
| met3 | 2 | 0.924 | 122 |
| met4 | 0 | 0.927 | 54 |
| met5 | - | 0 | 0 |
[cell families (layout without fill, tap and decap cells)]
kind of cell | after synthesis | in the layout | synth area share, %
and+or+nand+nor | 34 | 34 | 13.8
buffers and inverters | 17 | 64 | 7.43
AOI/OAI and AO/OA | 18 | 18 | 8.11
adders and majority gates | 20 | 20 | 19.3
DFF | 28 | 28 | 43.2
muxes | 7 | 7 | 5.41
xor gates and xnor gates | 4 | 4 | 2.70
[worst min-delay path, delay by kind of cell]
kind / cells / cell delay, ns
and+or+nand+nor: 1 / 0.06
buffers and inverters: 2 / 0.54
[worst paths after layout]
kind	endpoint	cells past startpoint
setup / recovery	seg7_road2_ch[2]	1
hold / removal	seg7_road2_ch[2]$_SDFF_PP0_	3
[cells in the final DEF (no fill, tap or decap), drive strengths merged]
cell	n
ha	20
xor2	3
nand2b	8
nand2	8
a211oi	1
inv	10
or2	4
mux2i	7
nor2	9
clkdlybuf4s50	44
dfxtp	28
o22a	1
clkbuf	3
o21ai	4
nor4	4
xnor2	1
buf	7
a21oi	8
o22ai	4
nor3b	1
[state kept, by name, summed over array words and instances, names as in the netlist]
register and flops:
seg7_road1_ch 7, seg7_road2_dv 7, seg7_road2_ch 7, seg7_road1_dv 7
[report_power, final]
group | switching (W) | internal (W) | leakage, nW
clock network | 0.000181 | 0.000150 | 0.0216
registers | 0.00000960 | 0.000661 | 0.232
logic | 0.0000898 | 0.000154 | 0.555
[area by class of cell]
class,count,area [µm²]
clock buffers,3,41.3
fillers,1029,7350
inverters,10,37.5
multi-input cells,83,639
flip-flops and latches,28,561
well taps,129,161
repair buffers,51,493
Power and IR drop assume default switching activity.
